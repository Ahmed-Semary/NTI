--- design/flow/design.v ---
module memory #(
    parameter AWIDTH =5,
    parameter DWIDTH =8 
) (
    input clk, wr, rd,
    input [AWIDTH-1:0] addr,
    inout [DWIDTH-1:0] data
);
    reg [DWIDTH-1:0] mem [2**AWIDTH-1:0];
    always @(posedge clk) begin
        if(wr)
            mem[addr]<=data;
    end  
    assign data = rd ? mem[addr] : 'bz ;
endmodule
--- design/flow/run.sh ---
#!/bin/bash
# OpenROAD 26Q1-2900-gdf79404cd8, Yosys 0.63+post, stock flow scripts
make -C /OpenROAD-flow-scripts/flow DESIGN_CONFIG=/design/flow/config.mk WORK_HOME=/design/flow/orfs finish
--- design/flow/config.mk ---
export PLATFORM = sky130hd
export DESIGN_NAME = memory
export DESIGN_NICKNAME = memory
export VERILOG_FILES = /design/flow/design.v
export SDC_FILE = /design/flow/constraint.sdc
export NUM_CORES = 4
export LEC_CHECK = 1
export CORE_UTILIZATION = 40
--- design/flow/constraint.sdc ---
current_design memory

set clk_period 3.5
set clk_io_pct 0.2

create_clock -name clk0 -period $clk_period [get_ports {clk}]

set non_clock_inputs [all_inputs -no_clocks]
set_input_delay [expr $clk_period * $clk_io_pct] -clock clk0 $non_clock_inputs
set_output_delay [expr $clk_period * $clk_io_pct] -clock clk0 [all_outputs]
==> notes.md <==
run metrics: width of the chip=160 µm, area of the mapped netlist=between 10,000 and 15,000 µm², summed standard-cell area reported by yosys=10,000 µm², Stopped at=clock tree synthesis (4_1_cts), buffers inserted by post-CTS timing repair=0, run status=stopped before the end, number of distinct library cells after synthesis=23, die height=between 150 and 200 µm, Post-Syn Instances=~570, IO Pins=16, final HPWL from detailed placement=about 13,000 µm, total clock buffers created by CTS=25, Resized cells post-CTS=0, Starting Density=between 40% and 50%, total of warnings raised by yosys=2, buffer depth of the longest clock path=3, first error line in the log=[error] [KeplerFormal.cpp:679] Workflow failed: Iso has multiple drivers: .data0, _541_.Y0, clock sink count=approximately 260, standard-cell row count=between 50 and 60, syn_area_per_cell=between 15 and 20 µm², number of port buffers=6, pre-CTS setup slack=~0.062 ns, post-synthesis sequential area ratio=about three quarters, number of hold buffers added after cts=0, clock root cell=clkbuf_16, RD Place Congestion=between 0.8 and 0.9, number of cells in Yosys stat=roughly 570, # H-tree levels=1, number of register bits inferred by synthesis=between 200 and 300
-- through the flow --
step | total power, µW | cells | instance area, µm² | utilization [%]
2_1_floorplan | 3650 | 568 | 10000 | -
3_3_place_gp | 3990 | 954 | 11100 | 45.4
3_5_place_dp | 3720 | 954 | 11100 | 45.4
-- Yosys cell counts --
| cell type | n | area [µm²] |
|---|---|---|
| edfxtp_1 | 256 | 7690 |
| mux2i_1 | 128 | 1280 |
| o22ai_1 | 63 | 394 |
| nor2_1 | 29 | 109 |
| buf_2 | 22 | 110 |
| nor4_1 | 16 | 100 |
| nand2_1 | 10 | 37.5 |
| clkbuf_1 | 8 | 30.0 |
| nand4bb_1 | 5 | 56.3 |
| nand3b_1 | 4 | 30.0 |
| nand4b_1 | 4 | 35.0 |
| nor3_1 | 4 | 20.0 |
| or4b_1 | 4 | 40.0 |
| or3b_2 | 3 | 26.3 |
| buf_1 | 2 | 7.51 |
| buf_6 | 2 | 22.5 |
| nand3_1 | 2 | 10.0 |
| clkbuf_2 | 1 | 5.00 |
| nand4_1 | 1 | 6.26 |
| o22ai_2 | 1 | 12.5 |
| or3_1 | 1 | 6.26 |
| or4_1 | 1 | 7.51 |
| or4bb_1 | 1 | 11.3 |
-- cell families after synthesis --
logic type | share of synthesized area, %
DFF | 76.5
and+or+nand+nor | 4.93
muxes | 12.8
buffers and inverters | 1.74
AOI/OAI and AO/OA | 4.05
Power and IR drop assume default switching activity.
