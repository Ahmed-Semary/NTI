===== flow/run.sh =====
#!/bin/bash
# OpenROAD 26Q1-2900-gdf79404cd8, Yosys 0.63+post, stock flow scripts
make -C /OpenROAD-flow-scripts/flow DESIGN_CONFIG=/design/flow/config.mk WORK_HOME=/design/flow/orfs finish

===== flow/config.mk =====
export PLATFORM = sky130hd
export DESIGN_NAME = controller
export DESIGN_NICKNAME = controller
export VERILOG_FILES = /design/flow/design.v
export SDC_FILE = /design/flow/constraint.sdc
export NUM_CORES = 4
export LEC_CHECK = 1
export CORE_AREA = 10 10 70 70
export DIE_AREA = 0 0 80 80

===== flow/constraint.sdc =====
current_design controller

set clk_period 1.9
set clk_io_pct 0.2

create_clock -name clk0 -period $clk_period

set non_clock_inputs [all_inputs -no_clocks]
set_input_delay [expr $clk_period * $clk_io_pct] -clock clk0 $non_clock_inputs
set_output_delay [expr $clk_period * $clk_io_pct] -clock clk0 [all_outputs]

===== flow/design.v =====
module controller (
    input zero,
    input [2:0] phase, opcode,
    output reg sel,rd,ld_ir,halt,inc_pc,ld_ac,wr,ld_pc,data_e
);
    wire ALUOP;
    assign ALUOP=(opcode==3'b010)||(opcode==3'b011)||(opcode==3'b100)||(opcode==3'b101);
    always @(*) begin
        case(phase)
            3'b000:begin
                    sel   =1;
                    rd    =0;
                    ld_ir =0;
                    halt  =0;
                    inc_pc=0;
                    ld_ac =0;
                    ld_pc =0;
                    wr    =0;
                    data_e=0;
                end
            3'b001:begin
                    sel   =1;
                    rd    =1;
                    ld_ir =0;
                    halt  =0;
                    inc_pc=0;
                    ld_ac =0;
                    ld_pc =0;
                    wr    =0;
                    data_e=0;
                end
            3'b010:begin
                    sel   =1;
                    rd    =1;
                    ld_ir =1;
                    halt  =0;
                    inc_pc=0;
                    ld_ac =0;
                    ld_pc =0;
                    wr    =0;
                    data_e=0;
                end
            3'b011:begin
                    sel   =1;
                    rd    =1;
                    ld_ir =1;
                    halt  =0;
                    inc_pc=0;
                    ld_ac =0;
                    ld_pc =0;
                    wr    =0;
                    data_e=0;
                end
            3'b100:begin
                    sel   =0;
                    rd    =0;
                    ld_ir =0;
                    halt  =(opcode==3'b000);
                    inc_pc=1;
                    ld_ac =0;
                    ld_pc =0;
                    wr    =0;
                    data_e=0;
                end
            3'b101:begin
                    sel   =0;
                    rd    =(ALUOP);
                    ld_ir =0;
                    halt  =0;
                    inc_pc=0;
                    ld_ac =0;
                    ld_pc =0;
                    wr    =0;
                    data_e=0;
                end
            3'b110:begin
                    sel   =0;
                    rd    =ALUOP;
                    ld_ir =0;
                    halt  =0;
                    inc_pc=(opcode==3'b001)&(zero);
                    ld_ac =0;
                    ld_pc =opcode==3'b111;
                    wr    =0;
                    data_e=opcode==3'b110;
                end
            3'b111:begin
                    sel   =0;
                    rd    =ALUOP;
                    ld_ir =0;
                    halt  =0;
                    inc_pc=0;
                    ld_ac =ALUOP;
                    ld_pc =opcode==3'b111;
                    wr    =opcode==3'b110;
                    data_e=opcode==3'b110;
                end
            default:begin
                    sel   =1'b0;
                    rd    =1'b0;
                    ld_ir =0;
                    halt  =0;
                    inc_pc=0;
                    ld_ac =1'b0;
                    ld_pc =1'b0;
                    wr    =1'b0;
                    data_e=1'b0;
                end
        endcase
    end 
endmodule

==> Slide: Implementation Results <==
Synthesis and Place & Route Summary

Die
  – Num rows: 21
  – Core Util at FP: 0.0278
  – Die height: roughly 80 um
  – IO Pins: 16
  – Die width: approximately 80 um
  – Chip area: 0.00640 mm2
  – Core box area: 0.00342 mm2

Synth
  – Area leader, netlist: nor2_1
  – Post-synth top area share: 0.197
  – Synth Seq Share: 0
  – Syn Std Cell Area: approximately 95 um2
  – Avg Inst Size Synth: around 5.6 um2
  – Synth warn: 1
  – Yosys Instances: 17
  – Post-Synthesis Cells: 17
  – Biggest area cells: nor2_1 (20%), nand4bb_1 (12%), a21oi_1 (11%)
  – YS chip area: 95.1 um2
  – Cell Type Count: 11

Finish
  – Layout clock buffers: 0
  – Final core utilization: 0.101
  – Seq. cell area: 0 um2
  – P&R area growth vs syn: 262%
  – Final non-filler cell total: 83
  – Flops: 0
  – Layout cells sized above 1: 0.162
  – Fillers: 413

Final timing
  – Final TNS setup: 0 ns
  – Final Max Slew Viols: 0
  – Final Hold Viols: 0
  – Worst slew pin tran: 0.202 ns
  – Tcrit/Tclk final: 0.961
  – Max frequency: 0.548 GHz
  – RSZ-0062 raised after global routing: false
  – Finish-stage setup viols: 0
  – Max-slew headroom: 0.864
  – Min Tclk post-route: between 1.5 and 2 ns

Setup path
  – CP required: 1.52 ns
  – Worst EP arrival: 1.45 ns
  – CP Capture Type: output pin
  – Max FO, Critical Path: 2
  – Origin of the worst setup path: opcode[0]
  – Type of origin of the critical path: input pin
  – CP bufs+invs: 2
  – CP top delay family: simple AND/OR/NAND/NOR gates
  – Slowest cell on crit path: or4_1
  – Crit-path cells: dlygate4sd2_1 > or4_1 > nor2_1 > dlygate4sd2_1
  – WS Path Type: in -> out
  – Slowest stage delay, CP: 0.51 ns
  – Crit path top cell by count: dlygate4sd2_1

Power
  – Worst IR Drop VDD: 0.0000132 V
  – Total power: 0.0473 mW
  – Static leakage: 0.175 nW
  – Power Density: 137 mW/mm2

GRT
  – Global Route Usage Sum: 0.0173
  – First-pass GRT wire length: 910 um
  – Largest net degree at the start of global routing: 6
  – Congestion Overflow GR: 0
  – Initial antenna violation count: 0
  – Number of global-route vias before repair: ~190

Placed design
  – Detailed placement HPWL: 564 um
  – RD Place Congestion: approximately 0.73
  – Port Buffers: 16
  – Placed Cells: 83

Detailed routing
  – Via count: around 200
  – DRT antenna net count: 0
  – Drt wl/cell: 7.80 um
  – # DRC: 0
  – TritonRoute pass-1 iters: 2
  – Detailed Route WL: about 650 um
  – Diode count: 0
  – Drt via density: 2.35
  – Iteration-0 DRC Markers: 7

Hold path
  – Hold WC Path Type: in -> out
  – Hold Crit Start: phase[1]

CTS
  – Post-CTS Hold Buffers: 0
  – Post-CTS Setup Bufs: 0

Job
  – Count of tool warnings: 32
  – Max Cap Violations: 0

Status
  – Status: finished clean
-- layout make-up --
class	count	area, um2	area share
inverters	2	7.51	0.0218
multi-input cells	15	95.1	0.276
well taps	46	57.6	0.167
repair buffers	20	184	0.535
-- cells by family (layout without fill, tap and decap cells) --
group / count (synthesis) / count (layout) / synth area share
AND-OR/OR-AND: 2 / 2 / 0.105
XOR/XNOR: 1 / 1 / 0.0921
buffers and inverters: 2 / 22 / 0.0790
AND/OR/NAND/NOR: 12 / 12 / 0.724
-- metrics by stage --
step	cell area (um2)	hold slack (ns)	setup slack [ns]
floorplan	95.1	0.769	0.585
global placement	343	1.73	-0.401
detailed placement	343	1.74	-0.404
CTS	343	1.34	0.0207
global route	344	1.22	0.0141
finish	344	1.20	0.0749
-- cells in the mapped netlist --
master,instances
or4_1,1
nor2b_1,1
inv_1,2
nand2b_1,1
nor3b_1,1
nand4bb_1,1
nand3_1,1
xnor2_1,1
a21oi_1,2
nand4_1,1
nor2_1,5
-- per-layer routing --
layer	GRT usage	wire length, um	vias up
met5	0	0	-
met4	0	0	0
met3	0.00568	118	0
met2	0.0265	270	12
met1	0.0244	258	83
li1	-	-	100
-- final timing paths --
kind	end	slack [ns]	cells past startpoint
worst max-delay path	halt	0.07	4
worst min-delay path	halt	1.20	4
-- power by group --
group / internal, mW / leakage [nW] / switching (mW)
registers: 0 / 0 / 0
clock network: 0 / 0 / 0
logic: 0.0305 / 0.175 / 0.0168
total: 0.0305 / 0.175 / 0.0168
-- what timing repair did --
action	CTS	global route
pin swaps	5	2
endpoints found under the setup margin	8	4
resized	13	4
-- cell usage in the layout, fill, tap and decap left out, drive strengths merged, types with 2 or more instances in the layout --
cell type / n
a21oi: 2
buf: 4
dlymetal6s2s: 2
nor2: 5
clkdlybuf4s50: 4
inv: 2
dlygate4sd2: 8
Power figures rest on the tool's default switching activity, not on a simulated workload.
