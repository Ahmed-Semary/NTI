==> ./design.v <==
module alu #(
    parameter WIDTH=8
) (
    input      [WIDTH-1:0] in_a,in_b,
    input      [2:0] opcode,
    output reg [WIDTH-1:0] alu_out,
    output a_is_zero
);
    always @(*) begin
        case (opcode)
            3'b000: alu_out=in_a;
            3'b001: alu_out=in_a;
            3'b010: alu_out=in_a + in_b;
            3'b011: alu_out=in_a & in_b;
            3'b100: alu_out=in_a ^ in_b;
            3'b101: alu_out=in_b;
            3'b110: alu_out=in_a;
            3'b111: alu_out=in_a;
            default:alu_out='bx;
        endcase
    end
    assign a_is_zero=~|in_a;
endmodule
==> ./run.sh <==
#!/bin/bash
# OpenROAD 26Q1-2900-gdf79404cd8, Yosys 0.63+post, stock flow scripts
make -C /OpenROAD-flow-scripts/flow DESIGN_CONFIG=/design/flow/config.mk WORK_HOME=/design/flow/orfs finish
==> ./config.mk <==
export PLATFORM = sky130hd
export DESIGN_NAME = alu
export DESIGN_NICKNAME = alu
export VERILOG_FILES = /design/flow/design.v
export SDC_FILE = /design/flow/constraint.sdc
export NUM_CORES = 4
export LEC_CHECK = 1
export CORE_AREA = 10 10 81 81
export DIE_AREA = 0 0 91 91
==> ./constraint.sdc <==
current_design alu

set clk_period 4.3
set clk_io_pct 0.2

create_clock -name clk0 -period $clk_period

set non_clock_inputs [all_inputs -no_clocks]
set_input_delay [expr $clk_period * $clk_io_pct] -clock clk0 $non_clock_inputs
set_output_delay [expr $clk_period * $clk_io_pct] -clock clk0 [all_outputs]
==> flow_summary.yaml <==
# implementation run metrics
status:
  status: "finished clean"
worst_setup_path:
  path_class: "input pin to primary output"
  path_buffers: 2
  arrival_ns: 3.17
  crit_chain: "clkdlybuf4s50_1 -> ha_1 -> fa_1 -> a211oi_1 -> o21bai_1 -> mux2i_1 -> nand2_1 -> clkdlybuf4s50_1"
  crit_family: "buffers and inverters"
  critPathSlowestCell: "clkdlybuf4s50_1"
  required_ns: 3.44
  slowest_delay_ns: 0.47
  crit_top_cell: "clkdlybuf4s50_1"
  path_max_fanout: 4
  crit_start: "in_a[0]"
  critPathCaptureType: "primary output"
  cp-start-kind: "input pin"
floorplan:
  initial_core_util_pct: 17.22
  core_area_um2: 4817
  die_area_um2: 8281
  num_io_pins: 28
  die.size.y_um: 91
  die_x_um: 91
  rows: 25
yosys:
  syn-mean-instance-area_um2: 7.407
  ys_area_um2: 829.5
  aoi_share_pct: 34.99
  xor_area_share_pct: 2.112
  syn-cell-area_um2: 829.5
  synthCells: 112
  yosysWarnings: 1
  ys_seq_share_pct: 0
  yosysUniqueCellTypes: 36
  ys_sh_mux_pct: 12.22
  simple_gate_area_share_pct: 29.11
  yosysCellCount: 112
  synthAdderAreaFrac_pct: 14.48
  synthTopLogicFamily: "AND-OR/OR-AND gates"
global_routing:
  grt_pass1_vias: 908
  grt_pass1_wl_mm: 4.471
  gr-total-overflow: 0
  grt_max_degree: 22
  grt_use_total_pct: 6.210
  antenna_found_initial: 0
final_timing:
  fin_setup_tns_ns: 0
  finalSetupViolations: 0
  hold_viol: 0
  worst_slew_pin_slew_ns: 0.5760
  min_period_over_period_pct: 93.83
  min_period_ns: 4.035
  max_clock_freq_mhz: 247.8
  rsz0062_at_grt: "false"
  slew_headroom_pct: 60.61
  report.final.slew_viol_count: 0
worst_hold_path:
  hold_end: "alu_out[0]"
  hold_path_depth: 6
  holdCritStartpoint: "in_b[0]"
  holdCritPathClass: "input pin to primary output"
final_layout:
  final_cell_area_um2: 1169
  layout_top_cells: "clkdlybuf4s50_1 (28), nand2_1 (15), mux2i_1 (9)"
  flops: 0
  regArea_um2: 0
  drive_gt1_share_pct: 4.412
  post-route-util_pct: 24.26
  area_growth_pct: 40.87
  final_common_cell: "clkdlybuf4s50_1"
  fillers: 564
  n_clock_buffer: 0
detailed_routing:
  drc: 0
  drt-wirelength-per-cell_um: 13.16
  ant_nets: 0
  n_antenna_cell: 0
  drtIter0Drc: 59
  routed_wl_mm: 2.672
  dr.pass1.iters: 4
  via_per_inst: 4.621
  vias: 938
placed_design:
  placed_area_um2: 1169
  hpwlAfterDp_mm: 2.144
  io_buffers: 28
  place_congestion: 0.8315
clock_network:
  cts_resized: 0
  hold_buffers: 0
  post_cts_buffers: 0
pwr:
  powerDensity_nw_per_um2: 108.0
  p_leak_nw: 0.4469
  ir_drop_uv: 36.58
job:
  warnings: 32
  cap_viol_max_count: 0
[per-stage QoR]
stage	worst slack [ns]	hold slack, ns	instances	power (W)
finish	0.2652	2.817	203	0.0001262
global route	0.06958	2.887	203	0.0001413
CTS	0.2551	2.824	203	0.0001269
detailed placement	0.2692	2.820	203	0.0001261
global placement	0.2836	2.803	203	0.0001257
floorplan	1.406	1.814	112	0.00007197
[where the power goes]
part           switching (W)  internal [W]  total [W]
Clock                      0             0          0
Sequential                 0             0          0
Combinational      0.0000572     0.0000690   0.000126
[tightest hold or removal path: stages]
cell and delay (ns):
clkdlybuf4s50_1 0.43, nand2_1 0.08, o211ai_1 0.07, o21ai_1 0.07, nand2_1 0.05, clkdlybuf4s50_1 0.40
[worst max path at each step]
stage	end	slack (ns)	cells after the start
after CTS	alu_out[6]	0.26	8
after global routing	alu_out[6]	0.07	8
final	alu_out[6]	0.27	8
[per-layer routing]
| metal | global-route usage [%] | vias to the layer above | routed length, um |
|---|---|---|---|
| met5 | 0 | - | 0 |
| met4 | 0 | 0 | 0 |
| met3 | 0.6639 | 0 | 97 |
| met2 | 8.950 | 21 | 1103 |
| met1 | 10.10 | 428 | 1471 |
| li1 | - | 489 | - |
[synthesized netlist by cell type (2+ instances only)]
cell type  number  area share (%)
nand2_1        15             6.8
mux2i_1         9              11
ha_1            8              12
nor3b_1         7             6.3
a211oi_1        6             5.4
a21oi_1         6             3.6
o21ai_0         6             3.6
nand3_1         4             2.4
buf_6           3             4.1
clkbuf_1        3             1.4
nand2b_1        3             2.3
nor2b_1         3             2.3
o211a_1         3             3.6
o211ai_1        3             2.7
o21ai_1         3             1.8
a21o_1          2             1.8
a311o_1         2             2.4
a311oi_1        2             2.1
buf_2           2             1.2
nor2_1          2            0.91
nor4b_2         2             3.6
o22ai_1         2             1.5
or4_1           2             1.8
xor2_1          2             2.1
[kinds of logic (layout without fill, tap and decap cells)]
group	Yosys count	after routing
compound gates	41	41
xor+xnor	2	2
buf+inv	9	33
simple gates	41	41
mux	10	10
fa+ha+maj	9	9
[layout make-up]
type	instances	area [um2]	area share, %
Timing Repair Buffer	32	310.3	26.55
Tap cell	67	83.83	7.173
Inverter	1	3.754	0.3212
Multi-Input combinational cell	103	770.7	65.95
Power figures rest on the tool's default switching activity, not on a simulated workload.
